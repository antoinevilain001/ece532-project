==> ./design.v <==
`timescale 1ns / 1ps
module seven_seg_disp(
    input [31:0] data,
    input clk,
    output reg[6:0] SEG,
    output reg[7:0] AN,
    output wire dp
    );
    wire [2:0] select;
    reg [3:0] digit;
    wire [7:0] ANODES;
    reg [19:0] slowCLK;
    assign dp = 1;
    assign select = slowCLK[19:17];
    assign ANODES = 8'b11111111;  
    always @(posedge clk) begin
        case(select)
            0: digit = data[3:0];
            1: digit = data[7:4];
            2: digit = data[11:8];
            3: digit = data[15:12];
            4: digit = data[19:16];
            5: digit = data[23:20];
            6: digit = data[27:24];
            7: digit = data[31:28];
            default: digit = data[3:0];
        endcase
    end
    always @(*) begin
        case(digit)
            0: SEG = 7'b1000000;
            1: SEG = 7'b1111001;
            2: SEG = 7'b0100100;
            3: SEG = 7'b0110000;
            4: SEG = 7'b0011001;
            5: SEG = 7'b0010010;
            6: SEG = 7'b0000010;
            7: SEG = 7'b1111000;
            8: SEG = 7'b0000000;
            9: SEG = 7'b0010000;
            'hA: SEG = 7'b0001000;
            'hB: SEG = 7'b0000011;
            'hC: SEG = 7'b1000110;
            'hD: SEG = 7'b0100001;
            'hE: SEG = 7'b0000110;
            'hF: SEG = 7'b0001110;
            default: SEG = 7'b0000000;
        endcase
    end
    always @(*)begin
        AN = 8'b11111111;
        if (ANODES[select] == 1) begin
            AN[select] = 0;
        end
    end
    always @(posedge clk) begin
        slowCLK <= slowCLK + 1'b1;
    end
endmodule
==> ./run.sh <==
#!/bin/bash
# OpenROAD 26Q1-2900-gdf79404cd8, Yosys 0.63+post, stock flow scripts
make -C /OpenROAD-flow-scripts/flow DESIGN_CONFIG=/design/flow/config.mk WORK_HOME=/design/flow/orfs finish
==> ./config.mk <==
export PLATFORM = sky130hd
export DESIGN_NAME = seven_seg_disp
export DESIGN_NICKNAME = seven_seg_disp
export VERILOG_FILES = /design/flow/design.v
export SDC_FILE = /design/flow/constraint.sdc
export NUM_CORES = 4
export LEC_CHECK = 1
export CORE_UTILIZATION = 30
==> ./constraint.sdc <==
current_design seven_seg_disp

set clk_period 2.7
set clk_io_pct 0.2

create_clock -name clk0 -period $clk_period [get_ports {clk}]

set non_clock_inputs [all_inputs -no_clocks]
set_input_delay [expr $clk_period * $clk_io_pct] -clock clk0 $non_clock_inputs
set_output_delay [expr $clk_period * $clk_io_pct] -clock clk0 [all_outputs]
==> metrics.cfg <==
[cts]
clock_latency_ps = 270
cts_max_path_buffers = 2
path_clk_slew_ps = 90
cts_tree = done
post_cts_buffers = 0
cts_root_buf = clkbuf_8
htree_levels = 1
numCtsBuffers = 3
clkSinkCount = 27

[timing]
finalCritPeriodShare_pct = 95.24
setup_viol = 0
worstMarginPinSlew_ps = 699.9
period_minus_slack_ps = 2572
max_freq_mhz = 388.9
drv_slew = 0
maxSlewHeadroom_pct = 52.91
fin_skew_ps = 2.929
fin_ws_ps = 128.4
grt_setup_unrepaired = false
setup-tns-final_ps = 0
timing_hold_violations_final = 0

[floorplanning]
placementRows = 25
core_area_um2 = 4817
die_y_um = 73.42
num_io_pins = 49
initial_core_util_pct = 31.77
die_w_um = 73.42
dieArea_um2 = 5391

[pwr]
power_leakage_nw = 0.7994
p_comb_share_pct = 14.6
powerDensity_nw_per_um2 = 343.3
cellInternalPower_mw = 0.5906
p_switching_mw = 0.1594
clockPowerShare_pct = 30.8
seqPwrFrac_pct = 54.6
swShare_pct = 21.26
peakVddDrop_uv = 203.0

[synthesis]
syn-instance-count = 160
ys.flops = 27
synth-edff-count = 0
syn-cell-area_um2 = 1530
synthArstFlopShare_pct = 0
yosysChipArea_um2 = 1530
ys_cells = 160
yosysWarnings = 1
seq_area_frac_synth_pct = 35.32
avgSynthCellArea_um2 = 9.564
ff_type = dfxtp_1
netlist-cell-type-count = 43

[finish]
lay_top_cells = clkdlybuf4s50_1, dfxtp_1, xnor2_1
fin_area_um2 = 2185
final_cells = 284
final_core_util_pct = 45.35
final_layout_size_suffix_gt1_share_pct = 12.44
mostFrequentLayoutCell = clkdlybuf4s50_1
areaGrowthSynthToFinish_pct = 42.76

[setup_path]
critPathKind = flip-flop to flip-flop
end_kind = flip-flop
r2r_cells = 9
worstSetupStartpointType = flip-flop
worst_ep_arrival_time_ps = 2720
crit_fanout = 6
crit_required_ps = 2850

[drt]
route.layer.met1.wl_mm = 1.621
antenna_cells = 0
wl_met3_um = 233
via_count = 1288
highest_layer = met4
drt_pass1_iterations = 4
dr_wl_met2_mm = 1.306
initialDrtViolationCount = 50
drc = 0
vias_per_cell = 4.535
routed_wl_mm = 3.194
postRouteAntennaNets = 0
wl_per_cell_um = 11.25

[min_path]
hold_depth = 1
min_path_type = flip-flop to flip-flop

[global_route]
grt_usage_pct = 12.74
grt_pass1_vias = 1218
grt_max_degree = 17
grt_antenna_before_repair = 0
grt_pass1_wl_mm = 5.326
grt-ovfl-total = 0

[placed_design]
placed_cell_area_um2 = 2135
place.gp.congestion = 0.8116
dp_cells = 280
place_ws_ps = 79.69
dp_hpwl_mm = 2.519
portBuffers = 47

[run]
tool_warnings = 33
max-cap-violations = 0

[status]
status = finished, final reports clean

==> cell families (layout without fill, tap and decap cells) <==
family,after synthesis,in the layout,share of synthesized area (%)
multiplexers,9,9,7.196
flip-flops,27,27,35.32
other,1,1,0.2451
AND-OR/OR-AND,23,23,13.25
buffers and inverters,17,74,5.968
AND/OR/NAND/NOR,52,52,17.33
adder cells (fa/ha/maj),12,12,9.812
XOR/XNOR,19,19,10.87
==> per-stage QoR <==
stage               hold slack (ps)  power, mW
global route                  458.6     0.7819
finish                        416.6     0.7500
floorplan                     382.9     0.4549
detailed placement            396.0     0.5287
CTS                           419.8     0.7619
global placement              396.0     0.5288
==> synth_stat cells (all sizes together) (2+ instances only) <==
cell | n | area (um2)
mux2 | 3 | 33.78
nand2b | 2 | 12.51
and3 | 3 | 18.77
inv | 11 | 41.29
a32oi | 2 | 17.52
o22ai | 3 | 18.77
nor2 | 10 | 45.04
buf | 5 | 46.29
a221oi | 2 | 17.52
xor2 | 3 | 26.28
nand2 | 15 | 56.30
a22oi | 5 | 37.54
mux2i | 5 | 50.05
xnor2 | 16 | 140.1
nand4 | 4 | 25.02
nand3 | 10 | 50.05
ha | 12 | 150.1
dfxtp | 27 | 540.5
o21ai | 2 | 13.76
==> cell type report <==
cell class / count / area, um2
fillers: 469 / 2633
multi-input cells: 116 / 908.4
repair buffers: 59 / 560.5
flip-flops and latches: 27 / 541.8
well taps: 67 / 83.83
clock buffers: 3 / 41.29
inverters: 11 / 41.29
clock inverters: 1 / 7.507
==> metal layers <==
layer | vias to the layer above | track usage [%]
li1 | 676 | -
met1 | 568 | 19.43
met2 | 40 | 20.16
met3 | 4 | 2.080
met4 | 0 | 1.282
met5 | - | 0
==> power groups by stage <==
| stage | logic, mW | registers [mW] | clock network, mW |
|---|---|---|---|
| final | 0.109 | 0.410 | 0.231 |
| after global routing | 0.119 | 0.410 | 0.253 |
| after CTS | 0.110 | 0.410 | 0.241 |
==> registers in the layout, indices dropped and copies added, names as in the netlist <==
register / flops
SEG: 7
slowCLK: 20
==> worst paths after layout <==
kind	start	to	slack, ps
max	slowCLK[17]$_DFF_P_	SEG[3]$_DFF_P_	130
min	slowCLK[0]$_DFF_P_	slowCLK[0]$_DFF_P_	420
max reg2reg	slowCLK[17]$_DFF_P_	SEG[3]$_DFF_P_	130
min reg2reg	slowCLK[0]$_DFF_P_	slowCLK[0]$_DFF_P_	420
==> worst max-delay path, stage by stage, from the launching register on <==
cell     delay (ps)
dfxtp_2         370
inv_1            80
ha_1            200
ha_1            190
or4_4           490
mux2i_2         190
buf_4           160
ha_1            280
inv_1            40
mux4_1          460
==> timing repair <==
item	CTS	global route
hold buffers	0	0
setup endpoints to repair	0	2
gates resized	0	1
Power figures rest on the tool's default switching activity, not on a simulated workload.
