<file path="flow/design.v">
module pdm_serializer #(
    parameter integer C_NR_OF_BITS = 16,
    parameter integer C_SYS_CLK_FREQ_MHZ = 75,
    parameter integer C_PDM_FREQ_HZ = 2000000
)(
    input wire clk_i,              
    input wire en_i,               
    input wire [C_NR_OF_BITS-1:0] data_i,  
    output reg done_o,            
    output wire pwm_audio_o       
);
    localparam integer CLK_DIV = (C_SYS_CLK_FREQ_MHZ * 1000000) / C_PDM_FREQ_HZ;
    reg [7:0] cnt_clk = 0;
    reg pdm_clk_rising = 0;
    reg [C_NR_OF_BITS-1:0] pdm_s_tmp = 0;
    reg [$clog2(C_NR_OF_BITS)-1:0] cnt_bits = 0;
    reg en_int = 0;
    assign pwm_audio_o = (pdm_s_tmp[C_NR_OF_BITS-1] == 1'b0) ? 1'b0 : 1'bz;
    always @(posedge clk_i) begin
        en_int <= en_i;
    end
    always @(posedge clk_i) begin
        if (!en_int) begin
            cnt_clk <= 0;
            pdm_clk_rising <= 0;
        end else if (cnt_clk == CLK_DIV - 1) begin
            cnt_clk <= 0;
            pdm_clk_rising <= 1;
        end else begin
            cnt_clk <= cnt_clk + 1;
            pdm_clk_rising <= 0;
        end
    end
    always @(posedge clk_i) begin
        if (!en_int) begin
            cnt_bits <= 0;
        end else if (pdm_clk_rising) begin
            if (cnt_bits == C_NR_OF_BITS - 1)
                cnt_bits <= 0;
            else
                cnt_bits <= cnt_bits + 1;
        end
    end
    always @(posedge clk_i) begin
        if (pdm_clk_rising) begin
            if (cnt_bits == 0)
                pdm_s_tmp <= data_i;
            else
                pdm_s_tmp <= {pdm_s_tmp[C_NR_OF_BITS-2:0], 1'b0};
            done_o <= (cnt_bits == C_NR_OF_BITS - 1);
        end else begin
            done_o <= 0;
        end
    end
endmodule
</file>
<file path="flow/run.sh">
#!/bin/bash
# OpenROAD 26Q1-2900-gdf79404cd8, Yosys 0.63+post, stock flow scripts
make -C /OpenROAD-flow-scripts/flow DESIGN_CONFIG=/design/flow/config.mk WORK_HOME=/design/flow/orfs finish
</file>
<file path="flow/config.mk">
export PLATFORM = sky130hd
export DESIGN_NAME = pdm_serializer
export DESIGN_NICKNAME = pdm_serializer
export VERILOG_FILES = /design/flow/design.v
export SDC_FILE = /design/flow/constraint.sdc
export NUM_CORES = 4
export LEC_CHECK = 1
export CORE_AREA = 10 10 70 70
export DIE_AREA = 0 0 80 80
</file>
<file path="flow/constraint.sdc">
current_design pdm_serializer

set clk_period 3.3
set clk_io_pct 0.2

create_clock -name clk0 -period $clk_period [get_ports {clk_i}]

set non_clock_inputs [all_inputs -no_clocks]
set_input_delay [expr $clk_period * $clk_io_pct] -clock clk0 $non_clock_inputs
set_output_delay [expr $clk_period * $clk_io_pct] -clock clk0 [all_outputs]
</file>
==> flow_summary.yaml <==
# synthesis and place-and-route metrics
status:
  status: "complete, no violations"
floorplan:
  initial_utilization_pct: 17.88
  die_h_um: 80
  core_area_mm2: 0.003416
  fp.dieW_um: 80
  die_area_mm2: 0.006400
  row_count: 21
  io_pins: 20
clock_tree:
  path_clk_slew_ns: 0.09
  cts_resized: 0
  clockBufferDepth: 2
  postCtsSetupBuffers: 0
  cts.hold.buffers_added: 0
  clock_sinks: 15
  htreeDepth: 1
  insertion_delay_ns: 0.28
  cts_made_buffers: 3
  cts_tree: "done"
  cts-root-buf: "clkbuf_4"
power_and_ir_drop:
  powerDensity_mw_per_mm2: 432.5
  ir_drop_mv: 0.1313
  power.total_w: 0.0003063
  leakage_nw: 0.2549
synth:
  synth_area_um2: 610.6
  ys_seq_share_pct: 49.18
  syn_area_per_cell_um2: 9.540
  ys_types: 21
  ys_ff: 15
  syn_inst: 64
  yosys_area_um2: 610.6
  ys_cells: 64
  ys_warn_count: 2
detailed_routing:
  wl_um: 892
  ant_nets: 0
  antennaDiodeCount: 0
  avgRoutedWirePerCell_um: 7.757
  drcViolationCount: 0
  vias: 428
  first_pass_iters: 4
  first_iter_violations: 8
  viasPerCell: 3.722
sta:
  final_hold_viol_count: 0
  period_used_pct: 51.57
  fmax_mhz: 587.7
  setup_viol: 0
  clock_skew_ns: 0.008096
  slew_viol_final: 0
  min_period_ns: 1.702
  grt_setup_unrepaired: "no"
  timing.setup.tns_ns: 0
global_route:
  grt_pass1_vias: 382
  use_met3_pct: 2.159
  antenna_found_initial: 0
  gr-usage-met1_pct: 3.694
  grtUsageMet2_pct: 4.254
  grt_max_degree: 10
  overflow: 0
  grt_pass1_wl_um: 1587
  busiest_layer: "met2"
  grt.total_usage_pct: 2.993
worst_setup_path:
  crit_path_top_delay_cell: "clkdlybuf4s50_1"
  crit_fanout: 1
  crit_path_max_incr_delay_ns: 0.45
  worstPathCellList: "clkdlybuf4s50_1"
  cp-startpoint: "done_o"
  crit_required_ns: 2.64
  cp-end-kind: "primary output"
  crit_family: "buffers and inverters"
  path_class: "reg2out"
  cp_num_buf_inv: 1
  startpoint_type: "register"
  r2r-start: "cnt_clk[0]"
  cp_data_arrival_time_ns: 1.04
job:
  maxCapViolations: 0
  warnings: 42
worst_hold_path:
  hold_class: "reg2reg"
  hold_start: "cnt_clk[7]"
finish:
  most-common-layout-cells: "dfxtp_1, nor2_1, inv_1"
  final-comb-area_um2: 284.0
  lay_top_count: "dfxtp_1"
  area_growth_syn_to_layout_pct: 15.98
  design_area_um2: 708.2
  drive_above_1_share_pct: 8.696
  fillerInstances: 383
  register_area_um2: 300.3
place:
  dp_hpwl_um: 629.3
  port_buffers: 2
  dpl_cell_area_um2: 680.7
  routabilityCongestion: 0.8130
## through the flow
| step | hold slack, ns | worst slack (ns) | instances | util, % |
|---|---|---|---|---|
| 2_1_floorplan | 0.4522 | 1.916 | 64 | - |
| 4_1_cts | 0.4997 | 1.578 | 115 | 20.73 |
| 5_1_grt | 0.5232 | 1.547 | 115 | 20.73 |
| 6_report | 0.4950 | 1.598 | 115 | 20.73 |
| 3_3_place_gp | 0.4718 | 1.814 | 111 | 19.93 |
| 3_5_place_dp | 0.4859 | 1.798 | 111 | 19.93 |
## cell families (layout without fill, tap and decap cells)
family / after synthesis / after routing / synth area share [%]
simple gates: 25 / 25 / 21.93
flops: 15 / 15 / 49.18
compound gates: 7 / 7 / 7.581
xor+xnor: 6 / 6 / 8.606
buf+inv: 6 / 11 / 4.304
fa+ha+maj: 3 / 3 / 6.148
other cells: 1 / 1 / 0.6142
mux: 1 / 1 / 1.639
## routing by layer
metal | vias up | wire, um
li1 | 223 | -
met2 | 10 | 362
met1 | 193 | 432
met5 | - | 0
met4 | 0 | 4
met3 | 2 | 91
## where the power goes
group	switching (W)	total, W	internal (W)
combinational	0.00000808	0.0000160	0.00000788
sequential	0.00000499	0.000190	0.000185
clock	0.0000557	0.000101	0.0000450
total	0.0000688	0.000306	0.000237
## sequential cells by signal, indices dropped and copies added (netlist names)
signal,cells
pdm_clk_rising,1
cnt_clk,8
en_int,1
cnt_bits,4
done_o,1
## cell type report
cell class / count / share of cell area, %
sequential: 15 / 42.40
multi-input combinational: 43 / 40.11
tap: 46 / 8.127
clock buffer: 3 / 3.180
timing repair buffer: 2 / 2.827
inverter: 5 / 2.650
clock inverter: 1 / 0.7067
## synthesized netlist by cell type
cell type | number | area [um2]
nand2_1 | 2 | 7.510
conb_1 | 1 | 3.750
nand3b_1 | 1 | 7.510
inv_1 | 5 | 18.77
nor2_1 | 9 | 33.78
o21ai_4 | 1 | 16.27
or4b_4 | 1 | 13.76
o21ai_0 | 3 | 15.01
nor3_1 | 1 | 5.000
buf_4 | 1 | 7.510
and4_1 | 1 | 8.760
or3_1 | 3 | 18.77
mux2i_1 | 1 | 10.01
ha_1 | 3 | 37.54
dfxtp_1 | 15 | 300.3
nand2b_1 | 1 | 6.260
nand4_1 | 2 | 12.51
nand3_1 | 4 | 20.02
a21oi_1 | 3 | 15.01
xor2_1 | 4 | 35.03
xnor2_1 | 2 | 17.52
## path summary, 6_finish.rpt
check                     to  slack [ns]  cells after the start
hold reg to reg   cnt_clk[7]        0.50                      2
setup / recovery      done_o        1.60                      1
setup reg to reg  cnt_clk[2]        1.79                      5
hold / removal    cnt_clk[7]        0.50                      2
## worst min-delay path, delay by kind of cell, from the launching register on
kind / cells / cell delay, ns
compound gates: 2 / 0.13
flops: 1 / 0.33
Power is estimated from default activity; no workload was simulated.
